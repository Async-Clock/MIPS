==> /design/flow/design.v <==
module insf(w_r, clk, pc, instruction_store, instruction);
	input 				w_r, clk;
	input 		[7:0] 	pc;
	input 		[31:0] 	instruction_store;
	output reg 	[31:0] 	instruction;
reg [31:0] mem_a [255:0];
always @ (posedge clk) begin
	if (w_r == 0) 
		instruction <= mem_a[pc];
	else
		mem_a[pc] <= instruction_store;
end
endmodule
==> /design/flow/run.sh <==
#!/bin/bash
# OpenROAD 26Q1-2900-gdf79404cd8, Yosys 0.63+post, stock flow scripts
make -C /OpenROAD-flow-scripts/flow DESIGN_CONFIG=/design/flow/config.mk WORK_HOME=/design/flow/orfs finish
==> /design/flow/config.mk <==
export PLATFORM = sky130hd
export DESIGN_NAME = insf
export DESIGN_NICKNAME = insf
export VERILOG_FILES = /design/flow/design.v
export SDC_FILE = /design/flow/constraint.sdc
export NUM_CORES = 4
export LEC_CHECK = 1
export CORE_UTILIZATION = 50
export SYNTH_MEMORY_MAX_BITS = 65536
==> /design/flow/constraint.sdc <==
current_design insf

set clk_period 72.7
set clk_io_pct 0.2

create_clock -name clk0 -period $clk_period [get_ports {clk}]

set non_clock_inputs [all_inputs -no_clocks]
set_input_delay [expr $clk_period * $clk_io_pct] -clock clk0 $non_clock_inputs
set_output_delay [expr $clk_period * $clk_io_pct] -clock clk0 [all_outputs]
==> changes_impl.md <==
## Flow update

- Outcome: finished, violations left
- Violated checks: max-capacitance violations, max-slew violations
- Slew Viols, Final: 4
- Post-CTS setup buffers: 0
- Worst setup EP type: flip-flop
- Yosys cell types: 20
- Per-cell routed wire length: 38.85 um
- CTS Sinks: 8,224
- Max_slew headroom: -0.05116
- Number of remaining DRC errors: 0
- Total grt overflow: 0
- Pwr dens: 27.77 nW/um2
- Number of detailed-route iterations in the first pass: 5
- CORE AREA: 615,800 um2
- TNS Setup: 0 ps
- Die area: 622,300 um2
- Hold Fails Final Rpt: 0
- VDD IR max: 0.02752 mV
- Top cells by area: edfxtp_1 80%, mux4_2 15%, a22oi_1 2.5%, a21oi_1 0.83%, clkbuf_1 0.58%
- Antenna violations before repair: 56
- Post-layout period usage: 0.2983
- CP required: ~74,000 ps
- Final Power: ~0.0098 W
- RSZ-0062 raised after global routing: no
- Clk slew on worst S/H paths: 60 ps
- Vias: 147.0k
- Core Util at FP: 0.5027
- H-tree Lvls: 6
- Largest net degree at the start of global routing: 98
- Cts hold-fix bufs: 0
- Switch Pwr: about 0.0021 W
- Startpoint types: input pin
- Max Clock Skew: 133.4 ps
- CP arrival: 22,600 ps
- Routed WL: ~890 mm
- Die Y: 788.9 um
- Area growth, synth to finish: 13.79%
- Yosys warning count: 1
- Worst hold margin: 996.7 ps
- DR iter-0 viols: approximately 9.1k
- Routed Antenna Nets: 0
- Clock Tree Root: clkbuf_16
- Dominant register cell: edfxtp_1
- CTS Buf Count: around 810
- Tool warnings: 26
- Synthesized instance count: 13.09k
- Fraction of layout instances using a drive strength above 1: 0.2984
- Worst min-delay path class: reg -> reg
- Max Cap Viol: 3
- Switching part of the total: 0.2143
- Vias per cell: 6.431
- Top-area cell type share of the netlist area: 0.7977
- Yosys stat chip area: 309,600 um2
- Async S/R FF share, synth: 0
- Cell Area, Synth: 309,600 um2
- I/O pin count: roughly 74
- Row count: 288
- # Cells Yosys: 13.09k
- Fmax: between 0.04 and 0.05 GHz
- Sequential fraction of the synthesis area: 0.7977
- Post_cts resized: 0
- Global-route wire length before repair: around 1200 mm
- Leak: 107.6 nW
- Die X: 788.9 um
- Worst skew pair latency: 1210 ps
- Tmin final: 21,690 ps
- Port Buffers: 73
- Syn avg cell area: 23.65 um2
- GRT Util Overall: 0.3274
- Combinational Power Share: 0.048
- Final GP Congestion: 0.8958
- Seq cells post-synth: 8,224
- Worst Max-Slew Pin Slew: 1577 ps
- Count leader, synth: edfxtp_1
- Clock share of power: 0.416
- Crit Path Class: in -> reg
- CTS tree: yes
- Dpl hpwl: 510.7 mm
- Top cells by count: 8,224 x edfxtp_1, 2,048 x mux4_2, 1,024 x a22oi_1, 512 x a21oi_1, 480 x clkbuf_1
- Post-synth top area cell: edfxtp_1
- Sequential cell fraction of total power: 0.536
- Crit-path max FO: about 80
- CTS max path bufs: 4
- EDFF count, synth: just over 8k
- Internal power: 0.007687 W
- Final setup vio count: 0
- Vias in the first global route: 166.2k
worst max-delay path, cell delays in order:
cell and delay (ps):
buf_16 250, buf_12 490, buf_12 610, buf_4 600, buf_4 600, buf_4 670, buf_4 720, buf_12 530
buf_4 610, mux4_2 590, a22oi_1 300, a21oi_1 220, o41ai_2 1150, buf_4 250, nand4_1 100
logic make-up after synthesis:
family / synth area share
buffers and inverters: 0.01173
AND/OR/NAND/NOR: 0.004882
multiplexers: 0.1490
AND-OR/OR-AND: 0.03673
flip-flops: 0.7977
cell type report:
type                    count  area, um2
clock buffers             982      21020
clock inverters           502       4901
diodes                     68      170.2
inverters                   1      3.754
multi-input cells        4066      61680
flip-flops and latches   8224     247000
repair buffers            899       7385
well taps                8120      10160
fillers                 42200     263500
worst paths after layout:
path	to	cells past startpoint	startpoint	slack (ps)
hold reg to reg	instruction[20]	5	mem_a[226][20]	1000
hold / removal	instruction[20]	5	mem_a[226][20]	1000
setup / recovery	instruction[11]	15	pc[0]	51010
setup reg to reg	instruction[11]	6	mem_a[59][11]	69070
through the flow:
step           std cells  setup WS (ps)  cell area (um2)  utilization
2_1_floorplan      13090          54480           309600            -
3_3_place_gp       21310          49360           326100       0.5296
3_5_place_dp       21310          49560           326200       0.5297
4_1_cts            22790          50820           352100       0.5718
5_1_grt            22850          50370           352200       0.5720
6_report           22860          51010           352300       0.5720
power by group through the flow:
stage                 registers (W)  clock network (W)  logic [W]
final                       0.00524            0.00407   0.000470
after CTS                   0.00524            0.00413   0.000469
after global routing        0.00524            0.00431   0.000499
placed cells by master, fill, tap and decap left out, types with 3 or more instances in the layout:
cell type        Yosys  final
a21oi_1            512    505
a21oi_2              0      7
a22oi_1           1024   1024
buf_12               0     21
buf_4               48    805
buf_8                0     32
bufinv_16            0     69
clkbuf_1           480    167
clkbuf_16            0    815
clkdlybuf4s50_1      0     38
clkinv_1             0    220
clkinv_16            0     23
clkinv_2             0    134
clkinv_4             0      5
clkinv_8             0     13
clkinvlp_4           0     20
diode_2              0     68
edfxtp_1          8224   8224
inv_16               0      7
inv_6                0     11
mux4_2            2048   2048
nand2_1             25     14
nand2_2              0     10
nand2b_1             5      3
nand3_1             17      5
nand3_2              0      4
nand3_4              0      8
nand4_1             33     33
nor2_1             234      3
nor2_4               0    231
nor2b_1              8      4
nor2b_4              0      4
nor3_2               0     27
o41ai_1            128     54
o41ai_2              0     72
state kept, by name, indices dropped and copies added, names as in the netlist:
signal	flops
mem_a	8192
instruction	32
metal layers:
metal	GRT usage	routed length, um	vias to the layer above	part of all wire
met5	0.09063	6183	-	0.0070
met1	0.3532	234700	73960	0.26
met2	0.4339	398200	12380	0.45
li1	-	-	58910	-
met4	0.1010	37290	115	0.042
met3	0.3367	211800	1677	0.24
No activity file was given, so power comes from the tool's default toggle rates.
