===== flow/design.v =====
module regfile(clk, regwrite, ra1, ra2, wa, write_data, reg1, reg2);
 	input 				clk, regwrite;
 	input 		[4:0] 	ra1, ra2, wa; 	 
 	input 		[31:0] 	write_data; 	 
 	output reg 	[31:0] 	reg1, reg2; 	 
 	reg [31:0] r[31:0]; 				 
	integer i = 0;
initial
begin
for (i = 0; i < 32; i = i + 1) begin
	r[i][31:0] <= 32'b0;
end
end
always @ (clk) begin
 		reg1 <= r[ra1]; 	
 		reg2 <= r[ra2];
end
always @ (clk) begin
	if (regwrite == 1)
 		r[wa][31:0] <= write_data;
end
endmodule

===== flow/run.sh =====
#!/bin/bash
# OpenROAD 26Q1-2900-gdf79404cd8, Yosys 0.63+post, stock flow scripts
make -C /OpenROAD-flow-scripts/flow DESIGN_CONFIG=/design/flow/config.mk WORK_HOME=/design/flow/orfs finish

===== flow/config.mk =====
export PLATFORM = sky130hd
export DESIGN_NAME = regfile
export DESIGN_NICKNAME = regfile
export VERILOG_FILES = /design/flow/design.v
export SDC_FILE = /design/flow/constraint.sdc
export NUM_CORES = 4
export LEC_CHECK = 1
export CORE_UTILIZATION = 50

===== flow/constraint.sdc =====
current_design regfile

set clk_period 12.1
set clk_io_pct 0.2

create_clock -name clk0 -period $clk_period

set non_clock_inputs [all_inputs -no_clocks]
set_input_delay [expr $clk_period * $clk_io_pct] -clock clk0 $non_clock_inputs
set_output_delay [expr $clk_period * $clk_io_pct] -clock clk0 [all_outputs]

==> out/notes.md <==
* complete, no violations — result of the run
* 0 — max_cap viols
* 57700 sq um — total core area
* 31800 sq um — Post-DP Area
* 1.15 — routability-driven placement congestion ratio
* r — largest register by flop count
* 0 — setup bufs post-CTS
* 59300 sq um — Die Area
* 13100 sq um — Combinational Area
* 0.0945 — fraction of final layout cells sized beyond drive strength 1
* 110000 um — DPL Wire Length
* 9560 ps — final period demand of the worst path
* 9680 ps — required time at the endpoint of the critical path
* 0.0316 mV — Peak VDD IR
* primary input to output pin — type of the setup path with the least slack
* 0.553 — final core utilization
* 0.529 — Sw Ratio
* 0 — count of flip-flops with a built-in enable after synthesis
* 0 — number of gates given a new drive strength after cts
* dlxtn_1 — Dominant Register Cell
* 33 — count of tool warnings
* 4 — number of buffers and inverters on the critical path
* 3961 — DP Cell Count
* buf_2, buf_4, nand3b_1, nor2_4, buf_4, a22oi_1, nand3_1, a211oi_1, a21oi_1, clkdlybuf4s50_1 — cells along the critical path
* 0 — share of async-settable or async-resettable flops after synthesis
* 5055 — layout filler cell count
* 1024 — number of register pins that no clock reaches
* 196000 um — detailed-route wire length
* 0 ps — final total negative setup slack
* 1024 — Flops after synth
* 31900 sq um — finished layout cell area
* buffers and inverters — kind of cell adding the most delay to the critical path
* 510 uW — switching power total
* 780 ps — crit-path max cell delay
* reg2[6] — last element of the critical path
* 244 um — Die W
* 0 — count of antenna-violating nets left after detailed routing
* 34141 — total vias in the final route
* 0 — Post-route DRC
* 3139 — number of standard cells after synthesis
* 1024 — number of flip-flops in the largest register
* primary input — CP startpoint kind
* 9.29 sq um — Avg Inst Size Synth
* primary input to output pin — Tightest Hold Check Type
* 2 — warning count from the yosys run
* 0.681 — Overall Global Routing Usage
* 3999 — non-filler cells, final
* 0.106 — worst relative slew slack
* 1340 ps — transition time at the pin with the least slew margin
* false — RSZ-0062 raised after global routing
* buf_4 — cell mode on critical path
* ra2[0] — hold path startpoint
* 10 — instance count on the critical path
* 24 — first-pass iteration count of the detailed router
* 0 — total count of hold-check failures in the final report
* r (1024) — largest registers
* 30.2 nW/um^2 — power per cell area
* 13.5 nW — Lkg Pwr
* 105 MHz — Fmax achieved
* 1024 — count of endpoints without a timing constraint
* 8.54 — routed via count divided by cell count
* 263000 um — first-pass GRT wire length
* 32303 — vias in the first global route
* 26 — initial antenna violation count
* 244 um — chip height
* 15400 sq um — area taken by flip-flops and latches
* 3139 — count of instantiated cells in the yosys netlist
* 0 — Final Max Slew Viols
* 29200 sq um — area of the mapped netlist
* 65 — Cell variety after synth
* ra2[1] — critical path launch point
* 5090 — Starting DRT DRC Count
* 113 — number of top-level pins
* 964 uW — Final Power
* 0.790 — cycle use final
* nor2_4 — CP max-delay cell
* 40 — maximum number of pins on one net before global-route repair
* 49.0 um — routed wire length per instance
* output pin — crit path capture type
* 112 — Port Buffers
* 39 — critical-path maximum fanout
* 88 — Site Rows
* 29200 sq um — yosys stat chip area
* 7140 ps — arrival time reported for the critical path endpoint
* 0 — final setup violation count
* 454 uW — internal portion of total power
* 0.505 — Core Density at Floorplan
* 9.40% — layout overhead on the synthesized area
* 0 — total congestion overflow
* 0 — hold-fix buffers at CTS
[per-stage QoR]
step           setup WS, ps  hold slack (ps)
3_3_place_gp           3170             5870
6_report               2540             5940
4_1_cts                3180             5900
5_1_grt                2890             5940
2_1_floorplan          5730             5290
3_5_place_dp           3190             5890
[layer usage]
metal  up-vias  share of wire  track usage
li1      12256              -            -
met1     15579           0.31        0.743
met2      4479           0.35        0.802
met3      1765           0.21        0.591
met4        62           0.11        0.536
met5         -         0.0082        0.213
[cells by family (layout without fill, tap and decap cells)]
family | Yosys count | count (layout) | synth area share
AND-OR/OR-AND | 1070 | 1070 | 0.278
buffers and inverters | 230 | 287 | 0.0381
latches | 1024 | 1024 | 0.528
multiplexers | 78 | 78 | 0.0283
other | 0 | 38 | 0
AND/OR/NAND/NOR | 737 | 737 | 0.129
[how the worst min path moves through the flow]
| stage | to | slack [ps] | cells after the start |
|---|---|---|---|
| final | reg2[29] | 5940 | 5 |
| after global routing | reg2[29] | 5940 | 5 |
| after CTS | reg2[29] | 5900 | 5 |
[layout make-up]
class | instances | area share
Multi-Input combinational cell | 1885 | 0.411
Sequential cell | 1024 | 0.482
Inverter | 6 | 0.000706
Timing Repair Buffer | 281 | 0.0736
Tap cell | 765 | 0.0300
Antenna cell | 38 | 0.00298
[cell usage in the layout (no fill, tap or decap), drive strengths merged, types with 38 or more instances in the layout]
cell type and instances:
a22o 73, diode 38, nand2 194, a22oi 670
a221oi 58, buf 178, nand4 108, mux2i 60
nand3 49, nor3 66, clkdlybuf4s50 103, a21oi 70
nor2 171, dlxtn 1024
[synthesized netlist by cell type (all sizes together) (10+ instances only)]
master / n / area [sq um]
nor2: 171 / 749
and3: 25 / 156
a22oi: 670 / 5030
a2111oi: 15 / 131
o21ai: 29 / 145
a32oi: 15 / 131
nor3: 66 / 330
mux2: 16 / 180
clkbuf: 57 / 214
mux2i: 60 / 601
nand3: 49 / 245
a31oi: 24 / 150
nor2b: 23 / 144
a221oi: 58 / 508
nor4: 16 / 100
a222oi: 23 / 230
dlxtn: 1024 / 15400
a21oi: 70 / 350
nand2b: 19 / 119
and2: 11 / 68.8
a22o: 73 / 639
nand4: 108 / 676
nand2: 194 / 731
o22ai: 10 / 62.6
or3: 10 / 62.6
buf: 167 / 873
o22a: 16 / 140
[tightest hold or removal path, delay by kind of cell]
kind	cells	cell delay [ps]
buffers and inverters	2	660
AOI/OAI and AO/OA	2	280
and+or+nand+nor	1	150
Power and IR drop assume default switching activity.
