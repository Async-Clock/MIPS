`flow/run.sh`:
```
#!/bin/bash
# OpenROAD 26Q1-2900-gdf79404cd8, Yosys 0.63+post, stock flow scripts
make -C /OpenROAD-flow-scripts/flow DESIGN_CONFIG=/design/flow/config.mk WORK_HOME=/design/flow/orfs finish
```
`flow/config.mk`:
```
export PLATFORM = sky130hd
export DESIGN_NAME = pc
export DESIGN_NICKNAME = pc
export VERILOG_FILES = /design/flow/design.v
export SDC_FILE = /design/flow/constraint.sdc
export NUM_CORES = 4
export LEC_CHECK = 1
export CORE_AREA = 10 10 70 70
export DIE_AREA = 0 0 80 80
```
`flow/constraint.sdc`:
```
current_design pc

set clk_period 1.6
set clk_io_pct 0.2

create_clock -name clk0 -period $clk_period [get_ports {clk}]

set non_clock_inputs [all_inputs -no_clocks]
set_input_delay [expr $clk_period * $clk_io_pct] -clock clk0 $non_clock_inputs
set_output_delay [expr $clk_period * $clk_io_pct] -clock clk0 [all_outputs]
```
`flow/design.v`:
```
module pc(clk, reset, addr);
	input 				clk, reset;
	output reg 	[7:0] 	addr;
always @ (posedge clk or posedge reset) begin
	if (reset) 
		addr <= 8'b0;
	else 
		addr <= addr + 1;
end
endmodule
```
==> results.py <==
# Flow results
metrics = {
    "status": {
        "status": "finished clean",
    },
    "drt": {
        "wirelength_um": 704,
        "antenna_left": 0,
        "via_per_inst": 2.52,
        "dr.pass1.iters": 2,
        "diodes": 0,
        "drc_errors": 0,
        "via_count": 209,
        "wire_per_inst_um": 8.48,
        "dr.first_iter.drc_count": 3,
    },
    "final_timing": {
        "slew_headroom_pct": 79.7,
        "setup_ws_ns": 0.0993,
        "fin_crit_sh_pct": 93.8,
        "max_freq_mhz": 666,
        "finalSetupViolations": 0,
        "tns_ns": 0,
        "fin_crit_ns": 1.50,
        "finalHoldViolations": 0,
        "clock_skew_ns": 0.00323,
        "worstMarginPinSlew_ns": 0.305,
        "rsz0062_at_grt": "no",
        "final_max_slew_viol_count": 0,
    },
    "logic_synthesis": {
        "ys_async_sr_fraction_pct": 100,
        "yosys_cells": 25,
        "topCellsByArea": "dfrtp_1 63%, xnor2_1 8.2%, xor2_1 8.2%, ha_1 3.9%, nand3_1 3.1%",
        "synth_area_um2": 320,
        "edf_count": 0,
        "ys_seq_share_pct": 62.5,
        "syn_avg_cell_area_um2": 12.8,
        "synth.largest_area_cell": "dfrtp_1",
        "yosys.cell_types.count": 11,
        "synth_chip_area_um2": 320,
        "top_cell_area_share_pct": 62.5,
        "most_common_cell": "dfrtp_1",
        "yosys_most_used_dff": "dfrtp_1",
        "ys_ff": 8,
        "synthTopCellsByCount": "8 x dfrtp_1, 3 x xnor2_1, 3 x xor2_1",
        "postSynthCellCount": 25,
        "yosysWarnings": 1,
    },
    "power_and_ir_drop": {
        "internal_power_w": 0.000290,
        "pwr-share-clk_pct": 41.7,
        "pwr_density_cell_nw_per_um2": 730,
        "swShare_pct": 19.0,
        "switchingPower_w": 0.0000679,
        "pwr-share-seq_pct": 56.5,
        "comb_power_share_pct": 1.8,
        "p_leak_nw": 0.202,
        "irDropWorstVdd_mv": 0.173,
    },
    "placement": {
        "dp_slack_ns": 0.346,
        "placed_cell_area_um2": 468,
        "port_buffers": 9,
        "gp_congestion": 0.691,
        "place_hpwl_um": 598,
    },
    "global_route": {
        "grt_max_degree": 9,
        "grt_pass1_wl_mm": 1.26,
        "grt_use_total_pct": 2.47,
        "grt_pass1_vias": 246,
        "grt_overflow": 0,
        "grt_antenna_before_repair": 0,
    },
    "clock_network": {
        "cts_setup_buffers": 0,
        "cts_buffers": 3,
        "cts.path.max_buffers": 2,
        "cts_resized": 0,
        "cts.clk_slew.worst_paths_ns": 0.05,
        "cts_sinks": 8,
        "root_buffer": "clkbuf_4",
        "tritoncts": "yes",
        "ctsHtreeMaxLevel": 1,
        "clk-insertion-delay-late_ns": 0.25,
        "cts_hold_buf": 0,
    },
    "worst_setup_path": {
        "crit_family": "buffers and inverters",
        "crit_arrival_ns": 1.18,
        "start_kind": "register",
        "worstPathCellList": "clkdlybuf4s50_1",
        "cp_max_fo": 5,
        "crit_path_end_kind": "output port",
        "path_buffers": 1,
        "slowest_delay_ns": 0.50,
        "required_ns": 1.28,
        "crit_start": "addr[2]$_DFF_PP0_",
        "rr_startpoint": "addr[2]$_DFF_PP0_",
        "crit_type": "reg -> out",
        "crit_slowest_cell": "clkdlybuf4s50_1",
    },
    "floorplanning": {
        "die_area_um2": 6400,
        "die_height_um": 80,
        "row_count": 21,
        "initial_core_util_pct": 9.38,
        "num_io_pins": 10,
        "coreArea_um2": 3420,
        "die_w_um": 80,
    },
    "min_path": {
        "min_path_type": "in -> async",
    },
    "layout": {
        "final_layout_size_suffix_gt1_share_pct": 13.5,
        "fin_area_um2": 490,
        "largest_register_ff_count": 8,
        "area_growth_pct": 53.1,
        "top_register": "addr",
        "num-fill-cells": 399,
        "top_regs": "addr x8",
    },
    "flow_run": {
        "maxCapViolCount": 0,
        "tool_warnings": 25,
    },
}
[stage by stage]
stage	std cells	util (%)	hold WS [ns]	total power [W]
after detailed placement	80	13.7	0.478	0.000213
after global placement	80	13.7	0.480	0.000213
final	83	14.4	0.321	0.000358
after global routing	83	14.4	0.338	0.000380
after CTS	83	14.4	0.332	0.000365
after floorplan	25	-	0.136	0.000209
[routing by layer]
metal / part of all wire (%) / vias to the layer above / track usage [%]
met5: 0 / - / 0
met4: 1.1 / 0 / 0.880
met3: 9.4 / 2 / 1.36
met2: 44 / 5 / 3.45
met1: 45 / 98 / 3.12
li1: - / 104 / -
[power groups by stage]
stage	clock [W]	combinational, W	sequential, W
CTS	0.000156	0.00000674	0.000202
global route	0.000170	0.00000725	0.000202
finish	0.000149	0.00000632	0.000203
[cell usage in the layout (no fill, tap or decap), drive strengths merged]
cell type      count
inv                2
nand3              3
xor2               3
ha                 1
nand2              2
and3               1
nor2               1
clkdlybuf4s50      9
clkbuf             3
xnor2              3
dfrtp              8
nor3               1
[cell families (layout without fill, tap and decap cells)]
kind of cell / count (synthesis) / count (layout) / synth area share, %
flip-flops: 8 / 8 / 62.5
adder cells (fa/ha/maj): 1 / 1 / 3.91
XOR/XNOR: 6 / 6 / 16.4
AND/OR/NAND/NOR: 8 / 8 / 14.8
buffers and inverters: 2 / 14 / 2.34
[path summary, 6_finish.rpt]
kind                                      to  slack (ns)  cells past startpoint
max                                  addr[2]         0.1                      1
min                        addr[5]$_DFF_PP0_        0.32                      2
max reg2reg                addr[7]$_DFF_PP0_        0.59                      3
min reg2reg                addr[7]$_DFF_PP0_        0.47                      1
max in group asynchronous  addr[7]$_DFF_PP0_        1.05                      2
min in group clk0          addr[7]$_DFF_PP0_        0.47                      1
[cell type report]
type | instances | area, um^2 | area share [%]
Clock buffer | 3 | 22.5 | 4.59
Inverter | 2 | 7.51 | 1.53
Multi-Input combinational cell | 15 | 113 | 23.0
Sequential cell | 8 | 200 | 40.8
Tap cell | 46 | 57.6 | 11.7
Timing Repair Buffer | 9 | 90.1 | 18.4
Power figures rest on the tool's default switching activity, not on a simulated workload.
